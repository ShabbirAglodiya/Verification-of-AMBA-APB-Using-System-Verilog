==> design.v <==
module apb_s
(
    input  pclk,
    input  presetn,
    input [31:0] paddr,
    input psel,
    input penable,
    input [7:0] pwdata,
    input pwrite,
    output reg [7:0] prdata,
    output reg pready,
    output     pslverr
);
  localparam [1:0] idle = 0, write = 1, read = 2;
  reg [7:0] mem[16];
  reg [1:0] state, nstate;
  bit  addr_err , addv_err, data_err;
  always@(posedge pclk, negedge presetn)
    begin
      if(presetn == 1'b0)
          state <= idle;
      else
          state <= nstate;
    end
  always@(*)
    begin
    case(state)
     idle:
     begin
        prdata    = 8'h00;
        pready    = 1'b0;
            if(psel == 1'b1 && pwrite == 1'b1)  
                nstate = write;
            else if (psel == 1'b1 && pwrite == 1'b0)
                nstate = read;
            else
                nstate = idle; 
      end   
     write:
     begin
        if(psel == 1'b1 && penable == 1'b1)
        begin 
                 if(!addr_err && !addv_err && !data_err )
                    begin
                    pready = 1'b1;
                    mem[paddr]  = pwdata;
                    nstate      = idle;
                    end
                else
                     begin
                     nstate = idle;
                     pready = 1'b1;
                     end     
        end
    end
    read:
     begin
        if(psel == 1'b1 && penable == 1'b1 )
        begin
            if(!addr_err && !addv_err && !data_err )
                 begin
                 pready = 1'b1;
                 prdata = mem[paddr];
                 nstate      = idle;
                 end
            else
                begin
                pready = 1'b1;
                prdata = 8'h00;
                nstate      = idle;
                end
        end
    end
    default : 
    begin
        nstate = idle; 
        prdata    = 8'h00;
        pready    = 1'b0;
     end
    endcase
    end
reg av_t = 0;
always@(*)
begin
if(paddr >= 0)
  av_t = 1'b0;
else
  av_t = 1'b1;
end
reg dv_t = 0;
always@(*)
begin
if(pwdata >= 0)
  dv_t = 1'b0;
else
  dv_t = 1'b1;
end
assign addr_err = ((nstate == write || read) && (paddr > 15)) ? 1'b1 : 1'b0;
assign addv_err = (nstate == write || read) ? av_t : 1'b0;
assign data_err = (nstate == write || read) ? dv_t : 1'b0;
assign pslverr  = (psel == 1'b1 && penable == 1'b1) ? ( addv_err || addr_err || data_err) : 1'b0;
endmodule
interface abp_if();
	logic pclk, presetn, psel, penable, pwrite, pready, pslverr;
  	logic [31:0] paddr;
  	logic [7:0] pwdata, prdata;
endinterface
==> run.sh <==
#!/bin/bash
# OpenROAD 26Q1-2900-gdf79404cd8, Yosys 0.63+post, stock flow scripts
make -C /OpenROAD-flow-scripts/flow DESIGN_CONFIG=/design/flow/config.mk WORK_HOME=/design/flow/orfs finish
==> config.mk <==
export PLATFORM = sky130hd
export DESIGN_NAME = apb_s
export DESIGN_NICKNAME = apb_s
export VERILOG_FILES = /design/flow/design.v
export SDC_FILE = /design/flow/constraint.sdc
export NUM_CORES = 4
export LEC_CHECK = 1
export CORE_UTILIZATION = 50
==> constraint.sdc <==
current_design apb_s

set clk_period 2.5
set clk_io_pct 0.2

create_clock -name clk0 -period $clk_period [get_ports {pclk}]

set non_clock_inputs [all_inputs -no_clocks]
set_input_delay [expr $clk_period * $clk_io_pct] -clock clk0 $non_clock_inputs
set_output_delay [expr $clk_period * $clk_io_pct] -clock clk0 [all_outputs]
==> Changelog: implementation <==
## Implementation

- Status: completed
- First-pass GRT wire length: 15.4 mm
- Crit path kind: in -> out
- MaxCap Viol Count: 0
- First-pass DRT Iterations: 4
- Layout cells sized above 1: 8.03%
- Initial drt markers: 152
- Placed Cells incl. Taps: 534
- Full die area: 0.00833 mm^2
- Worst Path Required: 2000 ps
- Worst setup SP type: primary input
- Endpoints left unconstrained: 150
- DRC Markers: 0
- Die Height: 91.3 um
- Relative slew slack: 43.6%
- Log Warnings: 28
- Cell area power density: roughly 130 mW/mm^2
- Port buffer count: between 50 and 60
- Post-synth cell types: ~44
- Chip width: 91.3 um
- Crit-path max FO: 2
- Post-detail-place hpwl: between 6 and 7 mm
- Max frequency: 412 MHz
- Hold WS: 451 ps
- Via count: about 3,000
- Switch Pwr: about 210 uW
- CTS tree: built
- Worst path arrival time: between 1500 and 2000 ps
- Post-Syn Instances: 404
- Vias in the first global route: 2,804
- Met3 GRT Util: between 4 and 5%
- # Cells Yosys: 404
- ANT cells: 0
- Max H-tree Level: 1
- Total gr overflow: 0
- Clock buffer depth: 2
- IO Pins: 55
- Reg power frac: 30.2%
- Peak VDD IR: 322 uV
- Clk slew on worst S/H paths: 30 ps
- Chip area line of the yosys report: 0.00399 mm^2
- Number of synthesized register bits: 141
- YS warnings: 2
- GPL Wtd Cong: 0.862
- Clock power frac: between 20 and 25%
- Pins over their slew limit: 0
- GR Util met2: 34.8%
- Combinational power share: about half
- Core ar.: 0.00773 mm^2
- Kind of end point of the critical path: output port
- Final Hold Viols: 0
- Total CTS buffers: 3
- Sw Share: about a third
- Crit share post-route: 97.2%
- Final WL: 9.60 mm
- Power Internal: between 400 and 500 uW
- Worst-Margin Slew: between 800 and 900 ps
- # setup viols final: 0
- Count of unclocked register or latch pins: 139
- Crit path time final: 2430 ps
- Worst slack, placed: about 44 ps
- GRT Total Usage: 25.0%
- Initial antenna violation count: 0
- Syn_area_per_cell: 9.86 um^2
- Core Util at FP: ~52%
- Hold Crit Class: in -> async
- Per-cell routed wire length: 17.8 um
- Vias per cell: 5.62
- Gr busiest metal: met1
- Row count: 32
- Met1 usage: a little over two fifths
- Post-DRT Antenna Nets: 0
- Syn Std Cell Area: 0.00399 mm^2
- Final TNS setup: 0 ps
- Largest net degree at the start of global routing: 77
- Leak: 0.00213 uW
- Non-filler instance count after layout: 538
- Area delta synth->final: 15.1%
- PnR Total Power: 619 uW
- Setup WS post-layout: 70.2 ps
- Clock Root Buffer: clkbuf_8
==> stage by stage <==
step / utilization [%] / instance area (um^2)
4_1_cts: 59.0 / 4560
6_report: 59.4 / 4590
5_1_grt: 59.4 / 4590
3_3_place_gp: 58.5 / 4520
2_1_floorplan: - / 3990
3_5_place_dp: 58.5 / 4520
==> placed cells by master (no fill, tap or decap), drive strengths merged, types with 8 or more instances in the layout <==
| master | Yosys | final |
|---|---|---|
| o21ai | 36 | 36 |
| clkdlybuf4s50 | 0 | 48 |
| nand3 | 12 | 12 |
| and3b | 29 | 29 |
| nand2 | 8 | 8 |
| nor3b | 23 | 23 |
| nand4 | 12 | 12 |
| and3 | 22 | 22 |
| dlxtn | 139 | 139 |
| buf | 20 | 10 |
| and2 | 9 | 9 |
| o221a | 8 | 8 |
==> synth_stat cells (all sizes together) <==
| master | count | area share, % |
|---|---|---|
| and3 | 22 | 3.5 |
| dfrtp | 2 | 1.3 |
| dlxtn | 139 | 52 |
| clkbuf | 13 | 1.2 |
| and3b | 29 | 6.4 |
| nor3 | 2 | 0.82 |
| a32oi | 7 | 1.5 |
| inv | 3 | 0.28 |
| nor4 | 7 | 1.9 |
| nor2 | 6 | 0.57 |
| mux4 | 1 | 0.57 |
| nand4bb | 1 | 0.28 |
| and2 | 9 | 1.4 |
| ha | 3 | 0.94 |
| nand4b | 1 | 0.22 |
| a211o | 1 | 0.22 |
| nand2 | 8 | 0.75 |
| and4b | 1 | 0.25 |
| nand4 | 12 | 2.0 |
| or2 | 2 | 0.31 |
| nand3 | 12 | 1.9 |
| nor4bb | 1 | 0.25 |
| o211ai | 1 | 0.19 |
| o21ai | 36 | 4.5 |
| o2111ai | 7 | 1.5 |
| a22oi | 7 | 1.3 |
| mux2i | 4 | 1.0 |
| buf | 20 | 3.3 |
| a21oi | 7 | 0.88 |
| nor4b | 1 | 0.22 |
| o32a | 1 | 0.25 |
| o221a | 8 | 2.3 |
| nor3b | 23 | 4.5 |
| nor2b | 6 | 0.94 |
| o21a | 1 | 0.19 |
==> per-layer routing <==
layer | vias to the layer above | wire length [um]
li1 | 1525 | -
met1 | 1391 | 4650
met2 | 98 | 4060
met3 | 8 | 729
met4 | 0 | 163
met5 | - | 0
==> cells by family after synthesis <==
family	count (synthesis)	share of synthesized area, %
compound gates	76	12.9
fa+ha+maj	3	0.942
buf+inv	36	4.77
flops	2	1.26
latches	139	52.4
mux	5	1.57
simple gates	143	26.2
==> worst max path at each step <==
stage         startpoint       to  slack, ps  depth (start not counted)
finish         paddr[29]  pslverr         70                          6
global route    paddr[5]  pslverr        -10                          6
CTS            paddr[29]  pslverr         40                          6
==> flip-flops by register name (all words and copies together) (netlist names) <==
| name | cells |
|---|---|
| mem | 128 |
| state | 2 |
| nstate | 2 |
| pready | 1 |
| prdata | 8 |
==> layout make-up <==
| cell class | count | area, um^2 |
|---|---|---|
| inverter | 3 | 11.3 |
| tap | 102 | 128 |
| sequential | 141 | 2140 |
| fill | 639 | 3140 |
| multi-input combinational | 227 | 1670 |
| clock buffer | 3 | 41.3 |
| timing repair buffer | 62 | 601 |
==> worst max-delay path, cell delays in order <==
cell	delay [ps]
clkdlybuf4s50_1	420
nor4_2	290
nand4_2	140
nor2_1	110
nor2_1	60
clkdlybuf4s50_1	410
==> power by group through the flow <==
stage / Combinational [uW] / Sequential, uW / Clock (uW)
CTS: 306 / 188 / 129
global route: 335 / 197 / 132
finish: 305 / 187 / 127
==> timing repair <==
action,CTS,global route
endpoints found under the setup margin,0,1
buffers inserted,0,1
hold endpoints to repair,0,0
hold buffers,0,0
resized,0,6
Power is estimated from default activity; no workload was simulated.
